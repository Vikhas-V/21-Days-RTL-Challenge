<file path="./design.v">
module day15 (
  input     wire        clk,
  input     wire        reset,
  input     wire[3:0]   req_i,
  output    logic[3:0]  gnt_o
);
  logic [3:0] pointer;
  logic [3:0] granted;
  bit [3:0] i;
  always @(posedge clk) begin
    if(reset) begin
      granted <= '0;
      pointer <= '0;
    end
    else begin
      for(i=0;i<4;i=i+1) begin
        case((pointer+i)%4)
          'd0: if(req_i[0]) begin
            granted <= 4'b0001; pointer <= 4'd1;
          end
          'd1: if(req_i[1]) begin
            granted <= 4'b0010; pointer <= 4'd2;
          end
          'd2: if(req_i[2]) begin
            granted <= 4'b0100; pointer <= 4'd3;
          end
          'd3: if(req_i[3]) begin
            granted <= 4'b1000; pointer <= 4'd0;
          end
        endcase
      end
    end
  end
  assign gnt_o = granted;
endmodule
</file>
<file path="./config.mk">
export PLATFORM = sky130hd
export DESIGN_NAME = day15
export DESIGN_NICKNAME = day15
export VERILOG_FILES = /design/flow/design.v
export SDC_FILE = /design/flow/constraint.sdc
export NUM_CORES = 4
export LEC_CHECK = 1
export CORE_AREA = 10 10 70 70
export DIE_AREA = 0 0 80 80
</file>
<file path="./run.sh">
#!/bin/bash
# OpenROAD 26Q1-2900-gdf79404cd8, Yosys 0.63+post, stock flow scripts
make -C /OpenROAD-flow-scripts/flow DESIGN_CONFIG=/design/flow/config.mk WORK_HOME=/design/flow/orfs finish
</file>
<file path="./constraint.sdc">
current_design day15

set clk_period 2.2
set clk_io_pct 0.2

create_clock -name clk0 -period $clk_period [get_ports {clk}]

set non_clock_inputs [all_inputs -no_clocks]
set_input_delay [expr $clk_period * $clk_io_pct] -clock clk0 $non_clock_inputs
set_output_delay [expr $clk_period * $clk_io_pct] -clock clk0 [all_outputs]
</file>
==> flow_summary.rst <==
Run summary
-----------

.. list-table::
   :header-rows: 1

   * - Metric
     - Value
   * - Final core occ
     - between 30% and 40%
   * - Worst VDD drop
     - between 0.4 and 0.5 mV
   * - Adder Share, Synth
     - 5.62%
   * - Leakage power of the design
     - approximately 0.00039 uW
   * - Width of the chip
     - approximately 80 um
   * - Slowest cell on the critical path
     - sky130_fd_sc_hd__ha_1
   * - Avg Cell Area, Syn
     - between 6 and 7 um^2
   * - H-tree lvl count
     - 1
   * - Most repeated library cell on the critical path
     - sky130_fd_sc_hd__a32oi_1
   * - Number of rows in the core area
     - 21
   * - Overall Global Routing Usage
     - roughly 8.6%
   * - Worst R2R Path Depth
     - 7
   * - Comb power frac
     - between 70 and 80%
   * - Cells after Synth
     - between 100 and 150
   * - Reg2Reg Setup Slack
     - 0.21 ns
   * - Basic Gates by Area
     - between 30 and 40%
   * - Antenna cells
     - 0
   * - Final weighted congestion in routability-driven placement
     - around 0.95
   * - Number of buffers inserted during clock tree synthesis
     - 3
   * - Chip Area
     - 6400 um^2
   * - Vias in the first global route
     - between 900 and 1k
   * - Cell area reported after detailed placement
     - 1060 um^2
   * - Final worst path period need
     - ~2.0 ns
   * - Critical setup path kind
     - reg2reg
   * - Number of buffers and inverters on the critical path
     - 2
   * - Initial DRC count
     - 121
   * - Total detailed-routing wirelength
     - roughly 2800 um
   * - Number of iterations in the first detailed-routing pass
     - 4
   * - Wire length per cell
     - approximately 15 um
   * - Tightest Pin Transition
     - approximately 0.55 ns
   * - Clk buf depth
     - 2
   * - Final Max-Slew Violation Tally
     - 0
   * - Root Buffer Master
     - sky130_fd_sc_hd__clkbuf_4
   * - First-pass GRT wire length
     - approximately 4600 um
   * - Status
     - finished, final reports clean
   * - Critical path startpoint category
     - register
   * - Crit share post-route
     - between 90 and 100%
   * - Final Skew
     - 0.00214 ns
   * - Cell variety after synth
     - 37
   * - Setup repair after global routing missed its margin
     - no
   * - Num Clock Sinks
     - 6
   * - Starting density of the core
     - 26.1%
   * - Cts-stage hold buffer count
     - 0
   * - Initial antenna violation count
     - 0
   * - Fraction of power consumed by sequential logic
     - between 10% and 20%
   * - Clock network fraction of design power
     - 8.6%
   * - Power spent charging and discharging nets
     - 588 uW
   * - Post-layout power
     - 1230 uW
   * - Min-delay src
     - pointer[1]
   * - Number of maximum-capacitance violations
     - 0
   * - Area figure in the yosys stat output
     - 891 um^2
   * - Number of I/O port buffers
     - 9
   * - Ordered list of cells on the worst path
     - inv_1 > ha_1 > buf_4 > or3_4 > a32oi_1 > a32oi_1 > a211oi_2
   * - Number of vias per cell after detailed routing
     - 5.67
   * - Synthesis-to-layout area growth
     - 22.5%
   * - Mux share
     - 0%
   * - Detailed-placement wirelength estimate
     - around 2100 um
   * - TritonCTS clock tree
     - done
   * - Count of unresolved DRC violations after routing
     - 0
   * - Area inside the core boundary
     - roughly 3400 um^2
   * - Area fraction in xor and xnor cells
     - 0%
   * - Final setup violation count
     - 0
   * - Setup crit end kind
     - register
   * - Global route overflow
     - 0
   * - Clock network latency to the later pin of the worst-skew pair
     - around 0.25 ns
   * - Flops after synth
     - 6
   * - Synthesis warning total
     - 1
   * - Post-layout worst setup margin
     - 0.208 ns
   * - FF-to-FF Start
     - pointer[1]
   * - Peak per-stage delay on the critical path
     - 0.38 ns
   * - Data required time of the worst path
     - 2.37 ns
   * - Post-route cell area
     - roughly 1100 um^2
   * - Int Power
     - roughly 640 uW
   * - Clock-pin slew of the registers on the worst-case setup and hold paths
     - roughly 0.04 ns
   * - Highest Clock Rate
     - around 0.5 GHz
   * - Post-placement worst setup slack
     - -0.0291 ns
   * - Maximum number of pins on one net before global-route repair
     - 22
   * - Max Fanout on Critical Path
     - 15
   * - Post-route ant nets
     - 0
   * - Pwr dens
     - around 1100 nW/um^2
   * - OpenROAD warning count
     - 29
   * - Compound-cell area share of the yosys netlist
     - between 30 and 40%
   * - Type of the tightest min-delay check
     - reg2reg
   * - Delay-heaviest family, CP
     - AND-OR/OR-AND gates
   * - Hold violation count in the final report
     - 0
   * - Normalized max-slew margin
     - a little over three fifths
   * - Share of cells above drive strength 1
     - between 10% and 20%
   * - Worst hold path depth
     - 4
   * - Via Count
     - approximately 1.1k
   * - Capture endpoint of the worst hold path
     - pointer[1]
   * - Prevailing logic family in the synthesized netlist
     - AND-OR/OR-AND gates
   * - Most frequent cells in the layout
     - sky130_fd_sc_hd__nor2_1, sky130_fd_sc_hd__buf_4, sky130_fd_sc_hd__nor2b_1
   * - Die height
     - roughly 80 um
   * - Sw frac
     - between 40% and 50%
   * - Top-Level Pins
     - 10
   * - FF-to-FF End
     - granted[0]
   * - Number of cells in the yosys synthesis report
     - approximately 130
   * - Syn Std Cell Area
     - between 800 and 900 um^2
   * - Critical path data arrival time
     - 2.16 ns
   * - Post-synth seq share
     - approximately 13%
-- state kept, by name (all words and copies together), names as in the netlist --
name and flops:
pointer 2, granted 4
-- tightest hold or removal path: stages (launching register included) --
cell                      delay (ns)
sky130_fd_sc_hd__dfxtp_1        0.32
sky130_fd_sc_hd__inv_1          0.10
sky130_fd_sc_hd__o21ai_0        0.10
sky130_fd_sc_hd__o41ai_1        0.08
sky130_fd_sc_hd__a31oi_1        0.08
-- synth_stat cells (all sizes together) --
library cell,n,area (um^2)
nor3b,1,7.51
o21a,2,15.0
buf,12,83.8
o41ai,1,8.76
nor2b,14,90.1
o32ai,2,17.5
a21oi,9,45.0
dfxtp,6,120
and2b,1,7.51
inv,6,22.5
nor2,14,52.6
ha,4,50.1
nor3,5,25.0
o311ai,1,8.76
or3,1,11.3
a221oi,2,23.8
o21ai,12,60.1
a31oi,2,12.5
a22o,1,8.76
nor4,6,37.5
a2111oi,1,8.76
a41oi,1,8.76
o22ai,1,6.26
a211oi,1,12.5
o211ai,2,15.0
o31ai,1,7.51
nand2b,3,18.8
o2111ai,1,8.76
a32oi,3,26.3
nand2,10,37.5
a22oi,3,22.5
a222oi,1,10.0
-- cell type report --
| class | count | area [um^2] |
|---|---|---|
| clock buffer | 3 | 22.5 |
| fill | 369 | 2320 |
| inverter | 6 | 22.5 |
| multi-input combinational | 106 | 673 |
| sequential | 6 | 120 |
| tap | 46 | 57.6 |
| timing repair buffer | 23 | 195 |
-- timing repair --
item                                    CTS  global route
gates resized                             0             2
buffers inserted                          0             0
endpoints found under the setup margin    0             4
-- worst max path at each step --
stage             to  cells past startpoint        from
4_1_cts   granted[1]                      7  pointer[0]
5_1_grt   granted[0]                      7  pointer[1]
6_report  granted[0]                      7  pointer[1]
-- per-layer routing --
metal / share of wire, % / GRT usage (%) / vias to the layer above
li1: - / - / 514
met1: 43 / 11.3 / 500
met4: 1.6 / 1.94 / 0
met2: 47 / 13.6 / 57
met5: 0 / 0 / -
met3: 8.4 / 2.27 / 7
-- cell families after synthesis --
logic type,after synthesis
AND/OR/NAND/NOR,55
AND-OR/OR-AND,47
buffers and inverters,18
flip-flops,6
adder cells (fa/ha/maj),4
-- power by group through the flow --
stage         clock network [uW]  registers, uW  logic (uW)
finish                       105            177         946
global route                 118            183        1050
CTS                          109            178         915
-- per-stage QoR --
stage | hold WS, ns | TNS, ns | cells
after global placement | 0.705 | -0.0773 | 187
after global routing | 0.788 | 0 | 190
after detailed placement | 0.708 | -0.0291 | 187
after floorplan | 0.505 | 0 | 130
after CTS | 0.720 | 0 | 190
final | 0.721 | 0 | 190
No activity file was given, so power comes from the tool's default toggle rates.
