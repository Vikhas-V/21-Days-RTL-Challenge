### design.v
module day13 (
  input     wire[3:0] a_i,
  input     wire[3:0] sel_i,
  output    wire     y_ter_o,
  output    logic     y_case_o,
  output    logic     y_ifelse_o,
  output    logic     y_loop_o,
  output    logic     y_aor_o
);
  assign y_ter_o = (sel_i[0])?a_i[0] : (sel_i[1])? a_i[1] : (sel_i[2]) ? a_i[2]:a_i[3];
  always_comb begin
    case(sel_i)
      4'b0001: y_case_o = a_i[0];
      4'b0010: y_case_o = a_i[1];
      4'b0100: y_case_o = a_i[2];
      4'b1000: y_case_o = a_i[3];
      	default: y_case_o = 1'bx;
    endcase
  end
  always_comb begin
    if(sel_i[0]) y_ifelse_o = a_i[0];
    else if(sel_i[1]) y_ifelse_o = a_i[1];
    else if(sel_i[2]) y_ifelse_o = a_i[2];
    else if(sel_i[3]) y_ifelse_o = a_i[3];
    else y_ifelse_o = 1'bx;
  end
  always_comb begin
    for(int i=0;i<4;i+=1) begin
      if(sel_i[i]) y_loop_o = a_i[i];
      else y_loop_o = 1'bx;
  end
  end
	assign y_aor_o = (sel_i[0] & a_i[0]) |
                   (sel_i[1] & a_i[1]) |
                   (sel_i[2] & a_i[2]) |
                   (sel_i[3] & a_i[3]);
endmodule
### run.sh
#!/bin/bash
# OpenROAD 26Q1-2900-gdf79404cd8, Yosys 0.63+post, stock flow scripts
make -C /OpenROAD-flow-scripts/flow DESIGN_CONFIG=/design/flow/config.mk WORK_HOME=/design/flow/orfs finish
### config.mk
export PLATFORM = sky130hd
export DESIGN_NAME = day13
export DESIGN_NICKNAME = day13
export VERILOG_FILES = /design/flow/design.v
export SDC_FILE = /design/flow/constraint.sdc
export NUM_CORES = 4
export LEC_CHECK = 1
export CORE_AREA = 10 10 70 70
export DIE_AREA = 0 0 80 80
### constraint.sdc
current_design day13

set clk_period 2.3
set clk_io_pct 0.2

create_clock -name clk0 -period $clk_period

set non_clock_inputs [all_inputs -no_clocks]
set_input_delay [expr $clk_period * $clk_io_pct] -clock clk0 $non_clock_inputs
set_output_delay [expr $clk_period * $clk_io_pct] -clock clk0 [all_outputs]
==> report_table.html <==
<h3>Run summary</h3>
<table>
<tr><th>Metric</th><th>Value</th></tr>
<tr><th colspan="2">Global route</th></tr>
<tr><td>Vias in the first global route</td><td>around 190</td></tr>
<tr><td>GRT Resource Usage Total</td><td>0.0192</td></tr>
<tr><td>Largest net degree at the start of global routing</td><td>8</td></tr>
<tr><td>Number of antenna violations at the first check in global routing</td><td>0</td></tr>
<tr><td>Global-route wire length before repair</td><td>~960 um</td></tr>
<tr><td>Final global-route overflow total</td><td>0</td></tr>
<tr><th colspan="2">Critical path</th></tr>
<tr><td>Path type of the worst setup path</td><td>in2out</td></tr>
<tr><td>Sort of element at the start of the critical path</td><td>input pin</td></tr>
<tr><td>Most used cell, CP</td><td>sky130_fd_sc_hd__clkdlybuf4s50_1</td></tr>
<tr><td>Type of destination of the critical path</td><td>primary output</td></tr>
<tr><td>Library cell contributing the largest single delay on the critical path</td><td>sky130_fd_sc_hd__clkdlybuf4s50_1</td></tr>
<tr><td>Series of cell instances along the critical path</td><td>clkdlybuf4s50_1, nand2_1, nand4_1, clkdlybuf4s50_1</td></tr>
<tr><td>Data arrival, critical path</td><td>1690 ps</td></tr>
<tr><td>Worst Path Required</td><td>approximately 1800 ps</td></tr>
<tr><td>CP Buf/Inv Count</td><td>2</td></tr>
<tr><td>Max incr delay on CP</td><td>530 ps</td></tr>
<tr><td>Worst Path Max Fanout</td><td>3</td></tr>
<tr><td>Dominant delay contributor by cell family on the critical path</td><td>buffers and inverters</td></tr>
<tr><th colspan="2">Yosys</th></tr>
<tr><td>Largest type area fraction</td><td>0.110</td></tr>
<tr><td>Synthesized area per cell</td><td>~7.8 um2</td></tr>
<tr><td>Synth cell types</td><td>13</td></tr>
<tr><td>Instance tally after logic synthesis</td><td>19</td></tr>
<tr><td>Number of warnings printed during yosys synthesis</td><td>1</td></tr>
<tr><td>Synth top cell by count</td><td>sky130_fd_sc_hd__nand2_1</td></tr>
<tr><td>Top cells by count, synth</td><td>sky130_fd_sc_hd__nand2_1 (4), sky130_fd_sc_hd__buf_4 (2), sky130_fd_sc_hd__o21a_1 (2), sky130_fd_sc_hd__o21ai_0 (2)</td></tr>
<tr><td>Syn Std Cell Area</td><td>between 100 and 150 um2</td></tr>
<tr><td>Sequential fraction of the synthesis area</td><td>0</td></tr>
<tr><td>Biggest area contributors in the synthesized netlist</td><td>sky130_fd_sc_hd__nand4bb_2 (11%), sky130_fd_sc_hd__buf_4 (10%), sky130_fd_sc_hd__nand2_1 (10%), sky130_fd_sc_hd__o21a_1 (10%), sky130_fd_sc_hd__o221ai_2 (10%)</td></tr>
<tr><td>Biggest area consumer among synthesized cells</td><td>sky130_fd_sc_hd__nand4bb_2</td></tr>
<tr><td>Yosys cell count</td><td>19</td></tr>
<tr><td>Area figure in the yosys stat output</td><td>148 um2</td></tr>
<tr><th colspan="2">Worst hold path</th></tr>
<tr><td>Path type of the worst min-delay path</td><td>in2out</td></tr>
<tr><th colspan="2">Pwr</th></tr>
<tr><td>Part of the total power dissipated in sequential elements</td><td>0</td></tr>
<tr><td>Power Density</td><td>between 150 and 200 nW/um2</td></tr>
<tr><td>Switching component of the power</td><td>18.0 uW</td></tr>
<tr><td>Max IR drop VDD</td><td>12.3 uV</td></tr>
<tr><td>Net switching fraction of the power</td><td>0.372</td></tr>
<tr><td>Total leakage power</td><td>between 0.0001 and 0.00015 uW</td></tr>
<tr><td>Proportion of power drawn by combinational gates</td><td>1.000</td></tr>
<tr><td>Power after layout</td><td>~48 uW</td></tr>
<tr><td>Internal Pwr Total</td><td>roughly 30 uW</td></tr>
<tr><td>Clock network fraction of total power</td><td>0</td></tr>
<tr><th colspan="2">Floorplan</th></tr>
<tr><td>Core Util at FP</td><td>0.0432</td></tr>
<tr><td>DIE AREA</td><td>roughly 6400 um2</td></tr>
<tr><td>Count of boundary I/O pins</td><td>13</td></tr>
<tr><td>Die y size</td><td>roughly 80 um</td></tr>
<tr><td>Standard cell core area</td><td>roughly 3400 um2</td></tr>
<tr><td>Die width</td><td>80 um</td></tr>
<tr><td>Row Count</td><td>21</td></tr>
<tr><th colspan="2">Drt</th></tr>
<tr><td>Detailed Route WL</td><td>between 600 and 700 um</td></tr>
<tr><td>Post-detailed-route DRC marker count</td><td>0</td></tr>
<tr><td>Count of TritonRoute iterations in the first routing pass</td><td>4</td></tr>
<tr><td>Detailed-route vias per instance</td><td>between 2 and 2.5</td></tr>
<tr><td>Detailed-route via count</td><td>187</td></tr>
<tr><td>Remaining antenna violation count after routing</td><td>0</td></tr>
<tr><td>Iteration-0 DRC count of the detailed router</td><td>2</td></tr>
<tr><td>Detail-routed net length per standard cell</td><td>approximately 8.3 um</td></tr>
<tr><td># diodes</td><td>0</td></tr>
<tr><th colspan="2">Place</th></tr>
<tr><td>RD Place Congestion</td><td>0.771</td></tr>
<tr><td>Cell Area, Placed</td><td>around 320 um2</td></tr>
<tr><td>Count of placed standard cells including taps</td><td>around 77</td></tr>
<tr><td># port buffers</td><td>13</td></tr>
<tr><td>Post-DP HPWL</td><td>between 500 and 600 um</td></tr>
<tr><th colspan="2">STA</th></tr>
<tr><td>Worst slew slack as a fraction of its limit</td><td>0.835</td></tr>
<tr><td>RSZ-0062 raised after global routing</td><td>false</td></tr>
<tr><td>Crit share post-route</td><td>0.936</td></tr>
<tr><td>Slew at the pin closest to its max-slew limit</td><td>approximately 250 ps</td></tr>
<tr><td>Max-slew violation count</td><td>0</td></tr>
<tr><td>Minimum clock period after layout</td><td>2150 ps</td></tr>
<tr><td>Final hold vios</td><td>0</td></tr>
<tr><td>Peak Freq</td><td>~460 MHz</td></tr>
<tr><td>Worst slack on hold paths</td><td>1590 ps</td></tr>
<tr><td>Endpoints failing setup</td><td>0</td></tr>
<tr><th colspan="2">Cells and area</th></tr>
<tr><td>Post-synthesis to final-layout area growth</td><td>116%</td></tr>
<tr><td>FF/Latch Area</td><td>0 um2</td></tr>
<tr><td>Final std cell area, no fill</td><td>between 300 and 400 um2</td></tr>
<tr><td>Finished Layout Cells</td><td>between 70 and 80</td></tr>
<tr><td>Final-layout fill cell count</td><td>slightly above 400</td></tr>
<tr><td>Util after Layout</td><td>0.0934</td></tr>
<tr><td>Share of final-layout standard cells stronger than drive strength 1</td><td>0.161</td></tr>
<tr><td>Final sequential cell count</td><td>0</td></tr>
<tr><td>Number of clock buffer instances in the layout</td><td>0</td></tr>
<tr><th colspan="2">Flow run</th></tr>
<tr><td>Number of warnings the tools reported</td><td>32</td></tr>
<tr><td>Max-cap check violation count</td><td>0</td></tr>
<tr><th colspan="2">Status</th></tr>
<tr><td>Run status</td><td>complete, no violations</td></tr>
<tr><th colspan="2">CTS</th></tr>
<tr><td>Buffers inserted during post-CTS setup optimization</td><td>0</td></tr>
</table>
==> placed cells by master (no fill, tap or decap) <==
cell type,Yosys,routed
sky130_fd_sc_hd__o21a_1,2,2
sky130_fd_sc_hd__nand4bb_1,1,1
sky130_fd_sc_hd__o311a_1,1,1
sky130_fd_sc_hd__nand2_1,4,4
sky130_fd_sc_hd__buf_4,2,2
sky130_fd_sc_hd__xor2_1,1,1
sky130_fd_sc_hd__clkdlybuf4s50_1,0,6
sky130_fd_sc_hd__nand4_1,1,1
sky130_fd_sc_hd__dlygate4sd2_1,0,7
sky130_fd_sc_hd__mux2i_1,1,1
sky130_fd_sc_hd__inv_1,1,1
sky130_fd_sc_hd__nand4bb_2,1,1
sky130_fd_sc_hd__o221ai_2,1,1
sky130_fd_sc_hd__o21ai_2,0,1
sky130_fd_sc_hd__o21ai_0,2,1
==> kinds of logic after synthesis <==
logic type / Yosys count / share of synthesized area
and+or+nand+nor: 7 / 0.331
AOI/OAI and AO/OA: 6 / 0.339
buffers and inverters: 4 / 0.203
xor gates and xnor gates: 1 / 0.0593
muxes: 1 / 0.0678
==> area by class of cell <==
class / instances / area, um2 / area share
multi-input combinational: 15 / 121 / 0.380
timing repair buffer: 15 / 136 / 0.427
inverter: 1 / 3.75 / 0.0118
tap: 46 / 57.6 / 0.180
==> final timing paths <==
check                start       end  slack (ps)  cells after the start
setup / recovery  sel_i[0]   y_aor_o         150                      4
hold / removal      a_i[3]  y_loop_o        1590                      2
==> metal layers <==
metal  track usage  wire, um  vias up  share of wire
li1              -         -       94              -
met3       0.00227        18        0          0.028
met2        0.0441       430        2           0.67
met4             0         0        0              0
met5             0         0        -              0
met1        0.0171       189       91           0.30
==> power by group through the flow <==
stage	clock [uW]	combinational [uW]	sequential, uW
4_1_cts	0	49.7	0
5_1_grt	0	52.9	0
6_report	0	48.4	0
==> per-stage QoR <==
step                      setup TNS, ps  worst slack, ps
after floorplan                       0              777
after global placement             -856             -314
after detailed placement           -946             -347
after CTS                             0              131
after global routing                  0             70.6
final                                 0              147
==> repair_timing <==
| action | 4_1_cts | 5_1_grt |
|---|---|---|
| resized | 9 | 0 |
| hold buffers | 0 | 0 |
| endpoints found under the setup margin | 3 | 0 |
Power and IR drop assume default switching activity.
