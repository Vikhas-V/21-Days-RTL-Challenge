`/design/flow/design.v`:
```
module day4 (
  input     logic [7:0]   a_i,
  input     logic [7:0]   b_i,
  input     logic [2:0]   op_i,
  output    logic [7:0]   alu_o
);
  always_comb begin
    case (op_i)
    	3'd0: alu_o = a_i + b_i;
      3'd1: alu_o = a_i - b_i;
      3'd2: alu_o = a_i << b_i[2:0];
      3'd3: alu_o = a_i >> b_i[2:0];
      3'd4: alu_o = a_i&b_i;
      3'd5: alu_o = a_i|b_i;
      3'd6: alu_o = a_i^b_i;
      3'd7: alu_o = {7'b0, a_i == b_i};
  endcase
        end
endmodule
```
`/design/flow/run.sh`:
```
#!/bin/bash
# OpenROAD 26Q1-2900-gdf79404cd8, Yosys 0.63+post, stock flow scripts
make -C /OpenROAD-flow-scripts/flow DESIGN_CONFIG=/design/flow/config.mk WORK_HOME=/design/flow/orfs finish
```
`/design/flow/config.mk`:
```
export PLATFORM = sky130hd
export DESIGN_NAME = day4
export DESIGN_NICKNAME = day4
export VERILOG_FILES = /design/flow/design.v
export SDC_FILE = /design/flow/constraint.sdc
export NUM_CORES = 4
export LEC_CHECK = 1
export CORE_AREA = 10 10 90 90
export DIE_AREA = 0 0 100 100
```
`/design/flow/constraint.sdc`:
```
current_design day4

set clk_period 5.5
set clk_io_pct 0.2

create_clock -name clk0 -period $clk_period

set non_clock_inputs [all_inputs -no_clocks]
set_input_delay [expr $clk_period * $clk_io_pct] -clock clk0 $non_clock_inputs
set_output_delay [expr $clk_period * $clk_io_pct] -clock clk0 [all_outputs]
```
==> flow_summary.ini <==
; yosys + openroad results
[drt]
drt-pass1-iter-count = 4
antennaDiodeCount = 0
ant_nets = 0
drt_iter0_markers = 166
via_count = 1692
wl_per_cell_um = 15.8
drc_errors = 0
wl_mm = 5.05
via_per_inst = 5.30

[cells_and_area]
design_area_sq_um = 2020
flops = 0
nClkBuffers = 0
utilization_pct = 32.2
layout-drive-gt1-share_pct = 9.09
final_layout_top_logic_cell = clkdlybuf4s50_1
regArea_sq_um = 0
lay_top_cells = clkdlybuf4s50_1 (27), inv_1 (25), ha_1 (24)
syn_to_final_growth_pct = 21.5

[die]
row_count = 29
die_h_um = 100
die_w_um = 100
fp_util_pct = 26.5
core-area_sq_um = 6280
io-pin-count = 27
die_area_sq_um = 10000

[setup_path]
criticalPathCategory = in2out
cp-end-kind = output pin
cp_max_fo = 9
crit_arrival_ns = 4.00
cp.required_ns = 4.40
critPathLaunchType = input pin

[global_routing]
grt_pass1_vias = 1696
grt_pass1_wl_mm = 8.36
grt_max_degree = 22
grt_overflow = 0
grt_use_total_pct = 9.94
antenna_found_initial = 0

[status]
outcome = completed

[placed_design]
io_buffers = 27
hpwl_mm = 4.12
place_area_sq_um = 2020
pre_cts_ws_ns = 0.390
gp_congestion = 0.958

[sta]
timing.hold.ws_ns = 3.40
setup_tns_ns = 0
setup_slack_ns = 0.395
finalSetupViolCount = 0
finalCritPeriodShare_pct = 92.8
hold_viol_final = 0
slew-limit-headroom_pct = 57.0
fin_crit_ns = 5.10
worst_pin_slew_ns = 0.642
slew_violations = 0
rsz0062_at_grt = no
max_freq_mhz = 196

[synth]
syn_area_per_cell_sq_um = 7.55
ys_chip_area_sq_um = 1660
synth_warnings = 1
synth_area_sq_um = 1660
synth.distinct_cells = 54
ys_seq_share_pct = 0
yosysCellCount = 220
syn_inst = 220

[pwr]
power.density_nw_per_um2 = 89.1
worst_ir_drop_vdd_mv = 0.0309
p_leak_nw = 0.865

[run]
tool_warnings = 48
max_cap_viol_count = 0

[clock_network]
cts-resized-gates = 0
postCtsSetupBuffers = 0
cts_hold_buf = 0

[hold_path]
worstHoldPathType = in2out
## routing by layer
layer / routed length [um] / share of wire, % / track usage, %
met1: 2270 / 45 / 12.9
met2: 2400 / 47 / 16.8
met3: 319 / 6.3 / 2.29
met4: 63 / 1.2 / 1.41
met5: 0 / 0 / 0
## path summary, 6_finish.rpt
path	from	end	slack [ns]	depth (start not counted)
min	a_i[1]	alu_o[1]	3.40	5
max	a_i[2]	alu_o[7]	0.40	10
## Yosys cell counts (6+ instances only)
cell type / n / area share (%)
mux2i_1: 13 / 7.8
inv_1: 25 / 5.6
a21oi_1: 14 / 4.2
nor2b_1: 6 / 2.3
ha_1: 24 / 18
nor2_1: 19 / 4.3
buf_2: 7 / 2.1
o21ai_0: 14 / 4.2
a22oi_1: 7 / 3.2
nand2_1: 8 / 1.8
## stage by stage
step                      instances  total power [W]
after detailed placement        319         0.000180
after global routing            319         0.000201
after floorplan                 220         0.000114
after CTS                       319         0.000181
after global placement          319         0.000180
final                           319         0.000180
## power by group
part | switching, W | internal (W) | total [W]
logic | 0.0000910 | 0.0000890 | 0.000180
clock network | 0 | 0 | 0
registers | 0 | 0 | 0
total | 0.0000910 | 0.0000890 | 0.000180
## area by class of cell
class,instances,area (sq um)
fillers,657,4260
repair buffers,38,353
multi-input cells,179,1480
inverters,25,93.8
well taps,77,96.3
## logic make-up after synthesis
kind of cell | share of synthesized area (%)
compound gates | 27.9
simple gates | 20.9
buf+inv | 11.1
fa+ha+maj | 20.5
mux | 16.4
xor+xnor | 3.16
## worst max-delay path, cell delays in order
cell and delay, ns:
clkdlybuf4s50_1 0.62, inv_1 0.08, ha_1 0.42, and3_1 0.21
a221o_1 0.35, o41ai_2 0.24, xor2_1 0.11, a22o_1 0.24
a31oi_1 0.14, clkdlybuf4s50_1 0.49
No activity file was given, so power comes from the tool's default toggle rates.
